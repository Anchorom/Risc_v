==> flow/design.v <==
module id(
	input wire[31:0] inst_i,
	input wire[31:0] inst_addr_i,
	output reg[4:0]  rs1_addr_o,
	output reg[4:0]  rs2_addr_o,
	input wire[31:0] rs1_date_i,
	input wire[31:0] rs2_date_i,
	output reg[31:0] inst_o,
	output reg[31:0] inst_addr_o,
	output reg[31:0] op1_o,
	output reg[31:0] op2_o,
	output reg[4:0]  rd_addr_o,
	output reg 		 reg_wen
);
	wire[6:0]  opcode;
	wire[4:0]  rd;
	wire[2:0]  func3;
	wire[4:0]  rs1;
	wire[11:0] imm;
	wire[4:0]  rs2;
	wire[6:0]  func7;
	assign opcode = inst_i[6:0];
	assign rd     = inst_i[11:7];
	assign func3  = inst_i[14:12];
	assign rs1    = inst_i[19:15];
	assign imm    = inst_i[31:20];
	assign rs2    = inst_i[24:20];
	assign func7  = inst_i[31:25];
	always @(*)begin
		inst_o      = inst_i;
		inst_addr_o = inst_addr_i;
		case(opcode)
			7'b0010011:begin 
				case(func3)
					3'b000:begin
						rs1_addr_o = rs1;
						rs2_addr_o = 5'b0;
						op1_o      = rs1_date_i;
						op2_o      = {{20{imm[11]}},imm};
						rd_addr_o  = rd;
						reg_wen    = 1'b1;
					end
					default:begin 
						rs1_addr_o = 5'b0;
						rs2_addr_o = 5'b0;
						op1_o      = 32'b0;
						op2_o      = 32'b0;
						rd_addr_o  = 5'b0;
						reg_wen    = 1'b0;
					end
				endcase
			end
			7'b0110011:begin 
				case(func3)
					3'b000:begin
						rs1_addr_o = rs1;
						rs2_addr_o = rs2;
						op1_o      = rs1_date_i;
						op2_o      = rs2_date_i;
						rd_addr_o  = rd;
						reg_wen    = 1'b1;
					end
					default:begin
						rs1_addr_o = 5'b0;
						rs2_addr_o = 5'b0;
						op1_o      = 32'b0;
						op2_o      = 32'b0;
						rd_addr_o  = 5'b0;
						reg_wen    = 1'b0;
					end
				endcase
			end
			default:begin
				rs1_addr_o = 5'b0;
				rs2_addr_o = 5'b0;
				op1_o      = 32'b0;
				op2_o      = 32'b0;
				rd_addr_o  = 5'b0;
				reg_wen    = 1'b0;
			end
		endcase
	end
endmodule
==> flow/run.sh <==
#!/bin/bash
# OpenROAD 26Q1-2900-gdf79404cd8, Yosys 0.63+post, stock flow scripts
make -C /OpenROAD-flow-scripts/flow DESIGN_CONFIG=/design/flow/config.mk WORK_HOME=/design/flow/orfs finish
==> flow/config.mk <==
export PLATFORM = sky130hd
export DESIGN_NAME = id
export DESIGN_NICKNAME = id
export VERILOG_FILES = /design/flow/design.v
export SDC_FILE = /design/flow/constraint.sdc
export NUM_CORES = 4
export LEC_CHECK = 1
export CORE_AREA = 10 10 112 112
export DIE_AREA = 0 0 122 122
export SYNTH_HDL_FRONTEND = slang
==> flow/constraint.sdc <==
current_design id

set clk_period 2.8
set clk_io_pct 0.2

create_clock -name clk0 -period $clk_period

set non_clock_inputs [all_inputs -no_clocks]
set_input_delay [expr $clk_period * $clk_io_pct] -clock clk0 $non_clock_inputs
set_output_delay [expr $clk_period * $clk_io_pct] -clock clk0 [all_outputs]
==> Slide: Implementation Results <==
Run Summary

Min path
  • Hold Path Origin: inst_addr_i[10]
  • Hold Path Class: input port to primary output
  • Worst Hold End: inst_addr_o[10]
  • Worst Hold Depth: 0

Final timing
  • Final setup violating endpoints: 34
  • Tmin final: 2.94 ns
  • Slew Limit Fails: 0
  • F_max: 340 MHz
  • Slew margin rel.: 74.8%
  • RSZ-0062 raised after global routing: true
  • Tcrit/Tclk final: 105%
  • Fin. Hold Viols: 0
  • Slew @ Worst Pin: 0.377 ns
  • Fin worst setup slack: -0.142 ns

Finish
  • Post-route cell area: 3840 µm²
  • Layout cells sized above 1: 21.9%
  • Filler cells: 1007
  • Cell Count, Final, Fillers Out: 524
  • P&R area growth vs syn: 101%
  • Top logic cells by instance count in the layout: clkdlybuf4s50_1, inv_1, nor4_2, dlygate4sd2_1, nand2_1
  • Reg area: 0 µm²
  • Top cell excl fill/tap: clkdlybuf4s50_1
  • # clk buffers: 0
  • Num sequential: 0

Placement
  • Placed insts: 523
  • DP HPWL: 7.22 mm
  • Placer Congestion: 0.796
  • Cell area after placement: 3680 µm²
  • PortBufs: 208

Global route
  • Met1 GRT Util: 12.7%
  • Vias in the first global route: 2263
  • Final global-route overflow total: 0
  • Initial antenna violation count: 0
  • Met2 Use GR: 17.9%
  • Met3 usage in global routing: 4.27%
  • First-pass GRT wire length: 12.8 mm
  • Largest net degree at the start of global routing: 46
  • Gr busiest metal: met2
  • Gr usage total: 10.5%

Synth
  • Synth Instances: 260
  • Mapped Avg Cell Area: 7.34 µm²
  • Post-synthesis cell type count: 17
  • Mapped Area: 1910 µm²
  • Yosys chip area: 1910 µm²
  • Yosys warnings: 0
  • Post-synth seq share: 0%
  • Yosys Instances: 260

Flow run
  • Total of max-cap violations: 0
  • Total tool warning count: 34

Detailed routing
  • Routed wire length: 8.81 mm
  • Via count: 2233
  • Antenna-violating nets left: 0
  • Number of remaining DRC errors: 0
  • First-pass DRT Iterations: 4
  • WL/cell: 16.8 µm
  • Via/cell ratio: 4.26
  • Ant diodes: 0
  • DR iter-0 viols: 183

Run status
  • Violated checks: negative setup slack
  • Status: complete, but fails checks

Pwr
  • Lkg Pwr: 1.47 nW
  • Maximum vdd drop: 0.0000546 V
  • Seq pwr share: 0%
  • Pint: 0.205 mW
  • Sw Ratio: 41.3%
  • Switching power: 0.144 mW
  • Clk pwr share: 0%
  • Power Density: 91.0 nW/µm²
  • Comb pwr share: 100.0%
  • Power, Total: 0.349 mW

Die
  • Overall die area: 14900 µm²
  • Core area: 10200 µm²
  • Cell Rows: 37
  • Die width: 122 µm
  • Die height: 122 µm
  • Core Util at FP: 18.6%
  • I/O Pins: 272

Setup path
  • CP startpoint kind: input port
  • Crit Path Class: input port to primary output
  • Critical Path Fanout Max: 3
  • CP Capture Type: primary output
  • WP data required: 2.24 ns
  • Arrival @ worst endpoint: 2.38 ns

Clock network
  • CTS Hold Buffers Added: 0
how the worst max path moves through the flow:
stage                 slack [ns]      endpoint        from
after CTS                  -0.18      op1_o[8]  inst_i[12]
after global routing       -0.19      op1_o[7]   inst_i[1]
final                      -0.14  rd_addr_o[1]  inst_i[13]
cell type report:
class | instances | area [µm²] | area share, %
timing repair buffer | 225 | 2220 | 58.0
inverter | 42 | 158 | 4.11
tap | 136 | 170 | 4.44
multi-input combinational | 121 | 1280 | 33.5
through the flow:
step / util, % / hold slack [ns] / worst slack [ns] / setup TNS [ns]
floorplan: - / 1.18 / 0.864 / 0
global placement: 36.0 / 1.12 / -0.188 / -9.00
detailed placement: 36.0 / 1.12 / -0.190 / -11.08
CTS: 35.5 / 1.12 / -0.176 / -3.99
global route: 37.5 / 1.12 / -0.188 / -5.72
finish: 37.5 / 1.12 / -0.142 / -2.35
cells by family after synthesis:
kind of cell,Yosys count,share of synthesized area [%]
buffers and inverters,139,44.5
and+or+nand+nor,89,31.2
AOI/OAI and AO/OA,21,18.5
muxes,11,5.77
worst max-delay path, cell delays in order:
cell and delay (ns):
clkdlybuf4s50_1 0.42, or3_4 0.44, buf_12 0.15, nor4_1 0.23
clkdlybuf4s50_1 0.58
Yosys cell counts (all sizes together):
cell type   n  share of area [%]
nand4bb     1               0.59
clkbuf     11                2.3
mux2i      11                5.8
a2111oi    21                 18
nor3        1               0.26
buf        86                 34
nor4       58                 24
inv        42                8.3
nand2b      2               0.66
nand2      26                5.1
or3         1               0.33
routing by layer:
| metal | share of wire, % | vias to the layer above |
|---|---|---|
| met5 | 0 | - |
| met4 | 0.31 | 0 |
| met3 | 11 | 4 |
| met2 | 48 | 120 |
| met1 | 41 | 1008 |
| li1 | - | 1101 |
power by group through the flow:
| stage | combinational [mW] | sequential, mW | clock (mW) |
|---|---|---|---|
| global route | 0.375 | 0 | 0 |
| finish | 0.349 | 0 | 0 |
| CTS | 0.333 | 0 | 0 |
timing repair:
action	CTS	global route
resized	48	47
setup buffers	0	1
setup endpoints to repair	80	34
pin swaps	1	1
Power and IR drop assume default switching activity.
