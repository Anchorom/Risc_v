<file path="./run.sh">
#!/bin/bash
# OpenROAD 26Q1-2900-gdf79404cd8, Yosys 0.63+post, stock flow scripts
make -C /OpenROAD-flow-scripts/flow DESIGN_CONFIG=/design/flow/config.mk WORK_HOME=/design/flow/orfs finish
</file>
<file path="./config.mk">
export PLATFORM = sky130hd
export DESIGN_NAME = regs
export DESIGN_NICKNAME = regs
export VERILOG_FILES = /design/flow/design.v
export SDC_FILE = /design/flow/constraint.sdc
export NUM_CORES = 4
export LEC_CHECK = 1
export CORE_UTILIZATION = 50
export SYNTH_HDL_FRONTEND = slang
</file>
<file path="./constraint.sdc">
current_design regs

set clk_period 32.2
set clk_io_pct 0.2

create_clock -name clk0 -period $clk_period [get_ports {clk}]

set non_clock_inputs [all_inputs -no_clocks]
set_input_delay [expr $clk_period * $clk_io_pct] -clock clk0 $non_clock_inputs
set_output_delay [expr $clk_period * $clk_io_pct] -clock clk0 [all_outputs]
</file>
<file path="./design.v">
module regs(
	input wire clk,
	input wire rst,
	input wire[4:0] reg1_raddr_i,
	input wire[4:0] reg2_raddr_i,
	output reg[31:0] reg1_rdate_o,
	output reg[31:0] reg2_rdate_o,
	input wire[4:0] reg_waddr_i,
	input wire[31:0]reg_wdate_i,
	input 			reg_wen
);
	reg [31:0] regs [0:31];
	integer i;
	always @(*)begin
		if (rst == 1'b0)
			reg1_rdate_o <= 32'b0;
		else if (reg1_raddr_i ==5'b0)
			reg1_rdate_o <= 32'b0;
		else if (reg_wen && reg1_raddr_i == reg_waddr_i)
			reg1_rdate_o <= reg_wdate_i;
		else
			reg1_rdate_o <= regs [reg1_raddr_i];
	end
	always @(*)begin
		if(rst == 1'b0)
			reg2_rdate_o <= 32'b0;
		else if (reg1_raddr_i ==5'b0)
			reg2_rdate_o <= 32'b0;
		else if (reg_wen && reg2_raddr_i == reg_waddr_i)
			reg2_rdate_o <= reg_wdate_i;
		else
			reg2_rdate_o <= regs [reg1_raddr_i];
	end
	always @(posedge clk)begin
		if(rst == 1'b0)begin
			for(i=0;i<=31;i=i+1)begin
				regs[i] <= 32'b0;
			end
		end
		else if(reg_wen && reg_waddr_i != 5'b0)
			regs[reg_waddr_i] <= reg_wdate_i;
	end
endmodule
</file>
==> impl_metrics.csv <==
group,metric,value,unit
min_path,worstHoldStart,"rst",
worst_setup_path,crit_type,"in -> out",
final_timing,finalSetupViolations,0,
route,post-route-drc-count,0,
synth,syn_inst,3282,
synth,simple_gate_share,15.3,%
global_routing,grt_max_degree,65,
layout,area_delta_synth_final,12.5,%
route,n_antenna_cell,0,
final_timing,period_used_share,58.8,%
synth,avgSynthCellArea,14.4,um2
synth,synthDistinctLibCells,39,
placement,place_area,50200,um2
route,vias_per_cell,5.80,
outcome,status,"completed",
worst_setup_path,required,25.76,ns
synth,largest_area_cell,"edfxtp_1",
final_timing,min_period,18.93,ns
synth,top_cell_area_share,64.9,%
layout,nFillCells,7103,
synth,synthAdderAreaFrac,0,%
worst_setup_path,cpMostUsedCell,"buf_4",
placement,dp_hpwl,76300,um
floorplanning,fp_util,50.6,%
run,warnings,26,
global_routing,grt_pass1_vias,28300,
layout,top_regs,"regs (1024)",
synth,synthAoiAreaFrac,4.16,%
worst_setup_path,startpoint,"reg1_raddr_i[0]",
synth,top_cells_by_area,"edfxtp_1 (65%), and2_1 (13%), mux4_2 (7.6%)",
global_routing,track_usage,31.5,%
synth,ys_cells,3282,
synth,yosys.stat.seqShare,64.9,%
floorplanning,rows,112,
clock_network,cts_made_buffers,107,
synth,xor_area_share,0.185,%
clock_network,cts_resized,0,
clock_network,clk_pin_slew_worst_paths,0.06,ns
route,drtIter0Drc,1702,
clock_network,post-cts-setup-buffers,0,
layout,drive_above_1_share,14.6,%
final_timing,hold_violations,0,
final_timing,relSlewSlack,32.0,%
floorplanning,io_pins,114,
final_timing,fin_tns_setup,0,ns
min_path,hold_end,"regs[5][18]",
layout,largest_reg_flops,1024,
global_routing,grt_util_met1,42.7,%
global_routing,grtUsageMet3,19.3,%
global_routing,met2_usage,45.8,%
worst_setup_path,critPathCaptureType,"primary output",
global_routing,grt_overflow,0,
placement,place_congestion,0.918,
power,power,0.00296,W
final_timing,fin_ws,13.27,ns
global_routing,gr-max-usage-layer,"met2",
route,dr.pass1.iters,5,
run,drv_cap,0,
layout,mostFrequentLayoutCell,"edfxtp_1",
route,drtAntennaViolNets,0,
power,power.density,55.4,nW/um2
final_timing,drv_slew,0,
floorplanning,die-width,310,um
final_timing,rsz0062_at_grt,"false",
min_path,hold_depth,3,
worst_setup_path,cp.arrival,12.49,ns
synth,ys_area,47400,um2
worst_setup_path,worst_setup_path_start_kind,"primary input",
placement,dp_slack,13.15,ns
floorplanning,fp.coreArea,93600,um2
clock_network,clock-root-buffer,"clkbuf_16",
synth,ys_sh_mux,12.4,%
min_path,hp-class,"in -> reg",
floorplanning,dieArea,96000,um2
worst_setup_path,crit_chain,"buf_8, buf_4, buf_4, buf_4, buf_4, buf_4, mux4_2, o22ai_1, a311oi_1, a31oi_1, a21oi_1, clkdlybuf4s50_1",
layout,fin_util,57.0,%
floorplanning,die_y,310,um
layout,layout_top_cells,"edfxtp_1 (1024), and2_1 (992), mux2i_1 (225)",
global_routing,antenna_found_initial,4,
route,wl_per_cell,28.4,um
clock_network,h-tree-depth,3,
final_timing,tightest_slew,1.02,ns
synth,synth.comb.largest_family,"simple AND/OR/NAND/NOR gates",
power,peakVddDrop,0.0000502,V
worst_setup_path,path_max_fanout,58,
final_timing,fmax,52.8,MHz
placement,io_buffers,113,
global_routing,grt_first_pass_wirelength,194000,um
clock_network,cts_tree,"built",
layout,top_register,"regs",
clock_network,clockBufferDepth,3,
route,route.vias.total,27100,
layout,fin_area,53300,um2
power,p_leak,18.8,nW
clock_network,cts_sinks,1024,
worst_setup_path,slowest_stage,"buf_4",
clock_network,holdBufCountCts,0,
route,wl,133000,um
worst_setup_path,critPathMaxStageDelay,0.72,ns
synth,ys_seq_elements,1024,
synth,yosysWarnings,0,
synth,syn-cell-area,47400,um2
==> cell families (layout without fill, tap and decap cells) <==
| kind of cell | Yosys count | in the layout |
|---|---|---|
| mux | 385 | 385 |
| buf+inv | 334 | 438 |
| xor+xnor | 10 | 10 |
| compound gates | 320 | 320 |
| flops | 1024 | 1024 |
| other cells | 1 | 32 |
| simple gates | 1208 | 1208 |
==> cell usage after synthesis, drive strengths merged <==
cell type,count
edfxtp,1024
and2,992
clkbuf,266
mux2i,225
mux4,160
nor2,97
o21ai,95
buf,66
a21oi,65
o22ai,64
nand2,37
nand2b,34
a311oi,31
a31oi,31
o22a,31
or4,31
xor2,8
nand3,3
nand3b,3
inv,2
nor4,2
or2,2
or3,2
or3b,2
xnor2,2
a211o,1
a32oi,1
conb,1
nand4,1
nand4b,1
nor3,1
o41a,1
==> routing by layer <==
metal / routed length (um) / share of wire [%]
met3: 19800 / 15
met5: 34 / 0.026
met4: 4750 / 3.6
met2: 61900 / 47
met1: 46400 / 35
==> metrics by stage <==
| stage | hold slack (ns) | instances |
|---|---|---|
| 6_report | 6.69 | 4671 |
| 3_5_place_dp | 7.39 | 4476 |
| 4_1_cts | 6.67 | 4671 |
| 5_1_grt | 6.71 | 4671 |
| 3_3_place_gp | 7.40 | 4476 |
| 2_1_floorplan | 6.64 | 3313 |
==> worst max-delay path: cells and delay by family <==
family                 cells  cell delay [ns]
AND-OR/OR-AND              4             1.25
multiplexers               1             0.57
buffers and inverters      7             4.12
==> worst max path at each step <==
stage                         endpoint  slack [ns]  cells after the start
after CTS             reg2_rdate_o[31]       13.13                     12
after global routing  reg2_rdate_o[31]       12.80                     12
final                 reg2_rdate_o[31]       13.27                     12
==> cell type report <==
class | count | area, um2 | area share [%]
clock buffer | 139 | 2840 | 5.33
clock inverter | 56 | 339 | 0.636
inverter | 2 | 7.51 | 0.0141
multi-input combinational | 1955 | 15700 | 29.5
sequential | 1024 | 30700 | 57.7
tap | 1254 | 1570 | 2.94
timing repair buffer | 241 | 2090 | 3.91
==> power breakdown <==
part | leakage [nW] | total [W] | internal, W | switching [W]
clock network | 1.56 | 0.00114 | 0.000641 | 0.000498
logic | 7.44 | 0.000261 | 0.0000964 | 0.000164
registers | 9.75 | 0.00156 | 0.00154 | 0.0000178
Power figures rest on the tool's default switching activity, not on a simulated workload.
