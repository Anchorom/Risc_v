==> design.v <==
module dff_set #( 
	parameter DW = 32
)
(
	input wire 			 clk,
	input wire 			 rst,
	input wire  [DW-1:0] set_date,
	input wire  [DW-1:0] date_i,
	output reg  [DW-1:0] date_o
);
	always @(posedge clk)begin
		if(rst == 1'b0)
			date_o <= set_date;
		else
			date_o <= date_i;
	end
endmodule
module id_ex(
	input wire clk,
	input wire rst,
	input wire[31:0]  inst_i,
	input wire[31:0]  inst_addr_i,
	input wire[31:0]  op1_i,
	input wire[31:0]  op2_i,
	input wire[4:0]   rd_addr_i,
	input wire 		  reg_wen_i,
	output wire[31:0] inst_o,
	output wire[31:0] inst_addr_o,
	output wire[31:0] op1_o,
	output wire[31:0] op2_o,
	output wire[4:0]  rd_addr_o,
	output wire 	  reg_wen_o
);
	dff_set #(32) dff1(clk,rst,32'h00000013,inst_i,inst_o); 
	dff_set #(32) dff2(clk,rst,32'b0,inst_addr_i,inst_addr_o);
	dff_set #(32) dff3(clk,rst,32'b0,op1_i,op1_o);
	dff_set #(32) dff4(clk,rst,32'b0,op2_i,op2_o);
	dff_set #(5) dff5(clk,rst,5'b0,rd_addr_i,rd_addr_o);
	dff_set #(1) dff6(clk,rst,1'b0,reg_wen_i,reg_wen_o);
endmodule
==> run.sh <==
#!/bin/bash
# OpenROAD 26Q1-2900-gdf79404cd8, Yosys 0.63+post, stock flow scripts
make -C /OpenROAD-flow-scripts/flow DESIGN_CONFIG=/design/flow/config.mk WORK_HOME=/design/flow/orfs finish
==> config.mk <==
export PLATFORM = sky130hd
export DESIGN_NAME = id_ex
export DESIGN_NICKNAME = id_ex
export VERILOG_FILES = /design/flow/design.v
export SDC_FILE = /design/flow/constraint.sdc
export NUM_CORES = 4
export LEC_CHECK = 1
export CORE_AREA = 10 10 173 173
export DIE_AREA = 0 0 183 183
export SYNTH_HDL_FRONTEND = slang
==> constraint.sdc <==
current_design id_ex

set clk_period 1.0
set clk_io_pct 0.2

create_clock -name clk0 -period $clk_period [get_ports {clk}]

set non_clock_inputs [all_inputs -no_clocks]
set_input_delay [expr $clk_period * $clk_io_pct] -clock clk0 $non_clock_inputs
set_output_delay [expr $clk_period * $clk_io_pct] -clock clk0 [all_outputs]
==> run notes <==
run results: status=finished with violations, layout cells sized above 1=32.9%, Num CTS Buffers=17, routed wire length=13100 um, hold slack=between 100 and 150 ps, largest net degree at the start of global routing=between 40 and 50, Post-CTS Setup Bufs=0, Worst Path Buf+Inv=1, pwr/cell area=1920 mW/mm2, crit-path leading delay family=flip-flops, FMAX=approximately 910 MHz, hold_buf cts=0, Worst Setup Start Kind=register, average size of a mapped cell=12.9 um2, yosys cell count=roughly 280, pre-CTS WS=-218 ps, Crit path arrival time=~900 ps, WL/cell=14.4 um, Slew @ Worst Pin=between 150 and 200 ps, antenna-violating nets left=0, die width=183 um, Global Route Usage Sum=7.60%, critical path depth in cells=1, # fillers=2796, post-layout util=25.5%, iteration-0 DRC count of the detailed router=between 40 and 50, total core area=0.0261 mm2, static leakage=approximately 3 nW, top cells, area=dfxtp_1 (74%), and2_1 (23%), buf_6 (2.2%), Clock Tree Buf Depth=2, Max Transition Viols Final=0, top area contributor share=73.8%, PortBufs=269, IO Count=270, # rows=59, Tool Warnings=27, critical path type=register to primary output, Final Hold Vio Count=0, Worst Hold Depth=2, worst-path fanout max=1, cells after synthesis=282, Worst Setup End Kind=primary output, RSZ-0062 raised after global routing=yes, max incr delay on CP=390 ps, Num Clock Sinks=134, Gate Area=838 um2, Required @ worst endpoint=800 ps, Final Critical Period=roughly 1100 ps, number of global-route vias before repair=around 3000, HP Class=input port to register, H-tree levels=4, Top cells excl fill/tap=clkdlybuf4s50_1 (134), and2_1 (131), buf_2 (128), die area=0.0335 mm2, Setup-failing EPs final=126, max_cap viols=0, cell taking the most area after synthesis=dfxtp_1, Final Total Pwr=12.8 mW, slew margin rel.=88.0%, Synth Warn #=0, Reg area=0.00271 mm2, failing checks=negative setup slack, TritonRoute pass-1 iters=3, clk root buf=clkbuf_16, global-route wire length before repair=19300 um, CP cell instances=buf_6, dominant logic cell type in the layout=clkdlybuf4s50_1, Area Overhead vs Synth=83.2%, DP HPWL=between 10000 and 15000 um, min setup slack post-route=-96.3 ps, DRC violations left=0, CTS clock-pin slew for the worst setup and hold paths=60 ps, vias post-DR=2821, Yosys chip area=0.00363 mm2, CP max stage cell=dfxtp_4, CTS tree=done, Via density=3.10, Post-Synthesis Cell Area=between 0.003 and 0.004 mm2, Routability Congestion=around 0.77, post-synthesis sequential area ratio=73.8%, Tcrit/Tclk final=110%, initial antenna violation count=5, gr ovfl total=0, library cells used by synthesis=5, Die H=183 um, peak supply drop=788 uV, Pre-Place Util=13.9%, Yosys reg bits=approximately 130
Yosys cell counts, drive strengths merged:
master,count
dfxtp,134
buf,14
nand2b,3
and2,131
through the flow:
step / TNS (ps) / std cells / area (um2)
after floorplan: 0 / 282 / 3630
after global placement: -581 / 877 / 6690
after detailed placement: -559 / 877 / 6690
after CTS: -6130 / 909 / 6620
after global routing: -8190 / 910 / 6660
final: -1640 / 911 / 6660
routing by layer:
layer	vias up	track usage [%]	wire [um]
met5	-	0	28
met4	6	0.951	157
met3	14	6.15	2380
met2	196	10.9	5260
met1	1193	8.94	5300
li1	1412	-	-
path summary, 6_finish.rpt:
kind	start	to
setup / recovery	dff4.date_o[25]	op2_o[25]
hold / removal	rst	dff4.date_o[8]
logic make-up after synthesis:
kind of cell / Yosys count / synth area share (%)
buffers and inverters: 14 / 3.13
AND/OR/NAND/NOR: 134 / 23.1
flip-flops: 134 / 73.8
timing repair:
action / 4_1_cts / 5_1_grt
gates cloned: 0 / 0
gates resized: 439 / 17
setup endpoints to repair: 134 / 134
layout make-up:
class / count / share of cell area [%]
multi-input cells: 134 / 12.6
well taps: 335 / 6.29
diodes: 2 / 0.0751
flip-flops and latches: 134 / 40.7
repair buffers: 274 / 31.8
clock buffers: 19 / 6.65
clock inverters: 13 / 1.88
sequential cells by signal (all words and copies together) (netlist names):
signal / cells
dff3.date_o: 32
dff2.date_o: 32
dff4.date_o: 32
dff6.date_o: 1
dff5.date_o: 5
dff1.date_o: 32
report_power, final:
part           switching, mW  total, mW  internal [mW]
Sequential            0.0644       5.69           5.63
Combinational          0.260       1.06          0.796
Clock                   2.50       6.01           3.51
Power is estimated from default activity; no workload was simulated.
